## flow/run.sh

```bash
#!/bin/bash
# OpenROAD 26Q1-2900-gdf79404cd8, Yosys 0.63+post, stock flow scripts
make -C /OpenROAD-flow-scripts/flow DESIGN_CONFIG=/design/flow/config.mk WORK_HOME=/design/flow/orfs finish
```

## flow/config.mk

```make
export PLATFORM = sky130hd
export DESIGN_NAME = adc_spi_controller
export DESIGN_NICKNAME = adc_spi_controller
export VERILOG_FILES = /design/flow/design.v
export SDC_FILE = /design/flow/constraint.sdc
export NUM_CORES = 4
export LEC_CHECK = 1
export CORE_UTILIZATION = 30
```

## flow/constraint.sdc

```tcl
current_design adc_spi_controller

set clk_period 5.9
set clk_io_pct 0.2

create_clock -name clk0 -period $clk_period [get_ports {iCLK}]

set non_clock_inputs [all_inputs -no_clocks]
set_input_delay [expr $clk_period * $clk_io_pct] -clock clk0 $non_clock_inputs
set_output_delay [expr $clk_period * $clk_io_pct] -clock clk0 [all_outputs]
```

## flow/design.v

```verilog
module adc_spi_controller	(
					iCLK,
					iRST_n,
					oADC_DIN,
					oADC_DCLK,
					oADC_CS,
					iADC_DOUT,
					iADC_BUSY,
					iADC_PENIRQ_n,
					oTOUCH_IRQ,
					oX_COORD,
					oY_COORD,
					oNEW_COORD,
					);
parameter SYSCLK_FRQ	= 50000000;
parameter ADC_DCLK_FRQ	= 1000;
parameter ADC_DCLK_CNT	= SYSCLK_FRQ/(ADC_DCLK_FRQ*2);
input			iCLK;
input			iRST_n;
input			iADC_DOUT;
input			iADC_PENIRQ_n;
input			iADC_BUSY;
output			oADC_DIN;
output			oADC_DCLK;
output			oADC_CS;
output			oTOUCH_IRQ;
output	[11:0]	oX_COORD;
output	[11:0]	oY_COORD;
output			oNEW_COORD;					
reg				d1_PENIRQ_n;
reg				d2_PENIRQ_n;
wire			touch_irq;
reg		[15:0]	dclk_cnt;
wire			dclk;
reg				transmit_en;
reg		[6:0]	spi_ctrl_cnt;
wire			oADC_CS;
reg				mcs;
reg				mdclk;
wire	[7:0]	x_config_reg;
wire	[7:0]	y_config_reg;
wire	[7:0]	ctrl_reg;
reg		[7:0]	mdata_in;
reg				y_coordinate_config;
wire			eof_transmition;	
reg		[5:0]	bit_cnt;	
reg				madc_out;	
reg		[11:0]	mx_coordinate;
reg		[11:0]	my_coordinate;	
reg		[11:0]	oX_COORD;
reg		[11:0]	oY_COORD;
wire			rd_coord_strob;
reg				oNEW_COORD;
reg		[5:0]	irq_cnt;
reg		[15:0]	clk_cnt;
assign	x_config_reg = 8'h92;
assign	y_config_reg = 8'hd2;
always@(posedge iCLK or negedge iRST_n)
	begin
		if (!iRST_n)
			madc_out <= 0;
		else
			madc_out <= iADC_DOUT;
	end		
always@(posedge iCLK or negedge iRST_n)
	begin	
		if (!iRST_n)
			begin
				d1_PENIRQ_n	<= 0;
				d2_PENIRQ_n	<= 0;
			end
		else
			begin
				d1_PENIRQ_n	<= iADC_PENIRQ_n;	
				d2_PENIRQ_n	<= d1_PENIRQ_n;
			end
	end
assign		touch_irq = d2_PENIRQ_n & ~d1_PENIRQ_n; 
assign		oTOUCH_IRQ = touch_irq;
always@(posedge iCLK or negedge iRST_n)
	begin
		if (!iRST_n)
			transmit_en <= 0;
		else if (eof_transmition&&iADC_PENIRQ_n) 
			transmit_en <= 0;	
		else if (touch_irq)
			transmit_en <= 1;
	end			
always@(posedge iCLK or negedge iRST_n)
	begin
		if (!iRST_n)
			dclk_cnt <= 0;
		else if (transmit_en) 
			begin
				if (dclk_cnt == ADC_DCLK_CNT)
					dclk_cnt <= 0;
				else
					dclk_cnt <= dclk_cnt + 1;		
			end
		else
			dclk_cnt <= 0;
	end			
assign	dclk =   (dclk_cnt == ADC_DCLK_CNT)? 1 : 0;		
always@(posedge iCLK or negedge iRST_n)
	begin
		if (!iRST_n)
			spi_ctrl_cnt <= 0;
		else if (dclk)	
			begin
				if (spi_ctrl_cnt == 65)
					spi_ctrl_cnt <= 0;						
				else
					spi_ctrl_cnt <= spi_ctrl_cnt + 1;		
			end
	end				
always@(posedge iCLK or negedge iRST_n)
	begin
		if (!iRST_n)
			begin
				mcs 	<= 1;
				mdclk	<= 0;
				mdata_in <= 0;
				y_coordinate_config <= 0;
				mx_coordinate <= 0;
				my_coordinate <= 0;
			end
		else if (transmit_en)
			begin
				if (dclk)
					begin
						if (spi_ctrl_cnt == 0)
							begin
								mcs 	<= 0;
								mdata_in <= ctrl_reg;
							end	
						else if (spi_ctrl_cnt == 49)
							begin
								mdclk	<= 0;
								y_coordinate_config <= ~y_coordinate_config;
								if (y_coordinate_config)
									mcs 	<= 1;
								else
									mcs 	<= 0;	
							end
						else if (spi_ctrl_cnt != 0)
							mdclk	<= ~mdclk;				
						if (mdclk)
							mdata_in <= {mdata_in[6:0],1'b0};
						if (!mdclk)	
							begin
								if(rd_coord_strob)
									begin
										if(y_coordinate_config)
											my_coordinate <= {my_coordinate[10:0],madc_out};
										else
											mx_coordinate <= {mx_coordinate[10:0],madc_out};	
									end
							end		
					end				
			end
	end
assign	oADC_CS  = mcs;
assign	oADC_DIN = 	mdata_in[7];
assign	oADC_DCLK = mdclk;
assign	ctrl_reg = y_coordinate_config ? y_config_reg : x_config_reg;
assign	eof_transmition = (y_coordinate_config & (spi_ctrl_cnt == 49) & dclk);
assign	rd_coord_strob = ((spi_ctrl_cnt>=19)&&(spi_ctrl_cnt<=41)) ? 1 : 0;
always@(posedge iCLK or negedge iRST_n)
	begin
		if (!iRST_n)
			begin
				oX_COORD <= 0;	
				oY_COORD <= 0;
			end
		else if (eof_transmition&&(my_coordinate!=0))
			begin			
				oX_COORD <= mx_coordinate;	
				oY_COORD <= my_coordinate;
			end	
	end
always@(posedge iCLK or negedge iRST_n)
	begin
		if (!iRST_n)
			oNEW_COORD <= 0;
		else if (eof_transmition&&(my_coordinate!=0))
			oNEW_COORD <= 1;
		else
			oNEW_COORD <= 0;		
	end
endmodule
```

==> flow_metrics.rpt <==
IMPLEMENTATION SUMMARY REPORT
----------------------------------------------------
[Global route]
  All-Layer GR Usage ........................ 0.1075
  Peak-usage layer in the global routing report ........................ met1
  Initial antenna violation count ........................ 0
  GRT met3 Usage ........................ 0.02328
  First-pass GRT wire length ........................ around 11 mm
  Maximum number of pins on one net before global-route repair ........................ 49
  Overflow left after global routing ........................ 0
  Met2 track demand over resource ........................ 0.1448
  Met1 track utilization from global routing ........................ 0.1862
  Vias in the first global route ........................ 2218

[Synth]
  Number of enable-type register cells in the synthesized netlist ........................ 0
  Post-synthesis async set-or-reset flop share ........................ 1.000
  Synthesized area ........................ about 3700 um^2
  Instance tally after logic synthesis ........................ around 300
  Tally of yosys warning messages ........................ 1
  Top cells, area ........................ dfrtp_1 57%, mux2_2 15%, xnor2_1 2.8%
  Number of storage elements in the synthesis netlist ........................ ~86
  Cell type with the largest total area ........................ dfrtp_1
  Fraction of post-synthesis cell area in the top cell type by area ........................ 0.5709
  Synth Flop Type ........................ dfrtp_1
  Distinct cell type count after synthesis ........................ between 40 and 50
  Cell count listed in synth_stat.txt ........................ approximately 300
  Chip area estimate from yosys synthesis ........................ between 3000 and 4000 um^2
  Average footprint of a synthesized cell ........................ between 10 and 15 um^2
  Post-synth seq share ........................ 0.5779

[Power and ir drop]
  Ratio of total power to cell area ........................ ~260 nW/um^2
  Static leakage ........................ approximately 2.1 nW
  IR drop worst, VDD ........................ between 100 and 150 uV

[Worst setup path]
  Launching element type of the critical path ........................ flop
  Crit path DRT ........................ between 6 and 7 ns
  Sort of element at the end of the critical path ........................ flop
  Highest net fanout along the worst path ........................ 12
  Kind of critical path ........................ reg2reg
  Arrival time reported for the critical path endpoint ........................ around 2.8 ns

[Final timing]
  Setup repair after global routing missed its margin ........................ no
  Worst slew slack as a fraction of its limit ........................ 0.6059
  Actual transition at the worst max-transition pin ........................ between 0.5 and 0.6 ns
  TNS Setup ........................ 0 ns
  Pins over their slew limit ........................ 0
  Number of endpoints failing setup at the final stage ........................ 0
  Post-route clock period utilization ........................ 0.4331
  Post-layout minimum cycle time ........................ approximately 2.6 ns
  Final Hold Fails ........................ 0
  Final Skew ........................ roughly 0.0051 ns
  Highest achievable clock rate ........................ slightly below 400 MHz

[CTS]
  Clk Tree Root Cell ........................ clkbuf_16
  # hold bufs at CTS ........................ 0
  Total number of H-tree levels ........................ 3
  Post-cts sizing count ........................ 0
  Insertion delay to the later sink of the worst-skew pair ........................ 0.33 ns
  CTS tree ........................ built
  Maximum clock path buffer count ........................ 2
  CTS sink count ........................ 86
  Buffer count from post-CTS setup fixing ........................ 0
  Clock slew seen by the registers of the worst setup and hold paths ........................ around 0.06 ns
  CTS Buf Count ........................ 9

[Die]
  IO Count ........................ 34
  Die Span X ........................ ~110 um
  Chip Footprint ........................ 12870 um^2
  Core Util at FP ........................ 0.3089
  Row cnt ........................ around 40
  Area of the core region ........................ about 12000 um^2
  Chip Height ........................ 113.4 um

[Placement]
  Number of cells in the design after placement ........................ slightly below 500
  IO buf count ........................ 32
  Final estimated routing congestion in global placement ........................ 0.8068
  Post-detail-place hpwl ........................ 4.094 mm

[Job]
  Max-cap viol count ........................ 0
  Warning total across the stage logs ........................ 29

[Layout]
  Post-Layout Cell Count ........................ between 500 and 600
  Fraction of layout cells with a size suffix above 1 ........................ 0.2384
  Layout overhead on the synthesized area ........................ 21.36%

[Route]
  Post-DR wirelength/cell ........................ ~12 um
  DRC Markers ........................ 0
  Total wirelength of the detailed-routed design ........................ about 6.2 mm
  Starting DRC count in detailed routing ........................ approximately 110
  Total via count in the routed design ........................ 2347
  Number of nets with antenna violations after routing ........................ 0
  DR pass1 iterations ........................ 4
  Total antenna diodes in the routed design ........................ 0
  Via/cell ratio ........................ approximately 4.6

[Worst hold path]
  Hold WC Path Type ........................ reg2reg

[Outcome]
  Status ........................ finished clean

----------------------------------------------------
[area by class of cell]
class	instances	area, um^2
fill	1173	7540
sequential	86	2153
multi-input combinational	196	1475
timing repair buffer	36	347.8
clock buffer	9	225.2
tap	168	210.2
clock inverter	7	72.57
inverter	10	37.54
[layout by cell type (no fill, tap or decap), types with 2 or more instances in the layout]
cell / n
a21oi_1: 8
a31oi_1: 2
and2_1: 2
and3_1: 3
buf_4: 5
clkbuf_16: 9
clkdlybuf4s50_1: 31
clkinv_2: 3
dfrtp_1: 85
ha_1: 5
inv_1: 10
mux2_2: 49
nand2_1: 19
nand3_1: 10
nand4_1: 8
nor2_1: 25
nor2b_1: 2
nor3_1: 5
nor3_2: 2
nor4_1: 6
o21ai_0: 10
or3_1: 4
or4_4: 2
xnor2_1: 12
xor2_1: 4
[per-stage QoR]
| stage | power (mW) | utilization | hold slack (ns) | setup slack, ns | instance area (um^2) |
|---|---|---|---|---|---|
| after CTS | 1.183 | 0.3749 | 0.3767 | 3.303 | 4522 |
| after global placement | 0.6172 | 0.3502 | 0.3606 | 3.339 | 4224 |
| after floorplan | 0.6023 | - | 0.3543 | 3.512 | 3726 |
| after detailed placement | 0.6173 | 0.3502 | 0.3625 | 3.334 | 4224 |
| final | 1.165 | 0.3749 | 0.3773 | 3.345 | 4522 |
| after global routing | 1.212 | 0.3749 | 0.3898 | 3.147 | 4522 |
[logic make-up after synthesis]
family,share of synthesized area
AND/OR/NAND/NOR,0.1531
flip-flops,0.5779
multiplexers,0.1481
AND-OR/OR-AND,0.03593
buffers and inverters,0.02619
XOR/XNOR,0.04197
adder cells (fa/ha/maj),0.01679
[where the power goes]
group	internal [mW]	switching, mW	total [mW]
registers	0.591	0.000465	0.591
clock network	0.330	0.229	0.559
logic	0.00276	0.0115	0.0142
total	0.923	0.241	1.16
[Yosys cell counts (2+ instances only)]
cell,count
buf_4,2
nand2_1,19
nor4_1,6
a21oi_1,8
and2_1,2
ha_1,5
mux2_2,49
or4_4,2
a31oi_1,2
and3_1,3
or3_1,4
inv_1,10
nand4_1,8
buf_2,3
o21ai_0,10
clkbuf_1,5
nor3_2,2
xor2_1,4
dfrtp_1,85
nor2_1,25
nand3_1,10
nor2b_1,2
xnor2_1,12
nor3_1,5
[state kept, by name (all words and copies together), names as in the netlist, 7 cells and up]
register       cells
dclk_cnt          16
mx_coordinate     12
my_coordinate     12
oX_COORD          12
oY_COORD          12
mdata_in           7
spi_ctrl_cnt       7
[path summary, 6_finish.rpt]
| check | from | slack [ns] | end | cells after the start |
|---|---|---|---|---|
| setup / recovery | dclk_cnt[0] | 3.34 | mx_coordinate[9] | 8 |
| hold reg to reg | d1_PENIRQ_n | 0.38 | d2_PENIRQ_n | 0 |
| hold / removal | d1_PENIRQ_n | 0.38 | d2_PENIRQ_n | 0 |
| min in group asynchronous | iRST_n | 0.81 | dclk_cnt[8] | 1 |
| setup reg to reg | dclk_cnt[0] | 3.34 | mx_coordinate[9] | 8 |
| max in group asynchronous | iRST_n | 4.12 | mx_coordinate[0] | 2 |
[worst max-delay path, cell delays in order (launching register included)]
cell	delay (ns)
dfrtp_1	0.42
inv_1	0.07
ha_1	0.18
or3b_2	0.49
nor4_4	0.39
nand2_1	0.17
nor3_2	0.13
buf_4	0.22
mux2_2	0.35
[per-layer routing]
layer	up-vias	wire, um
li1	1140	-
met1	1146	3241
met2	56	2609
met3	5	276
met4	0	56
met5	-	0
Power figures rest on the tool's default switching activity, not on a simulated workload.
