[design.v]
module lcd_timing_controller		(
						iCLK, 				 
						iRST_n, 			 
						oHD,				 
						oVD,				 
						oDEN,				 
						oLCD_R,				 
						oLCD_G,              
						oLCD_B,              
						iDISPLAY_MODE
						);
parameter H_LINE = 1056;
parameter V_LINE = 525;
parameter Hsync_Blank = 216;
parameter Hsync_Front_Porch = 40;
parameter Vertical_Back_Porch = 35;
parameter Vertical_Front_Porch = 10;
input			iCLK;   
input			iRST_n;
output	[7:0]	oLCD_R;		
output  [7:0]	oLCD_G;
output  [7:0]	oLCD_B;
output			oHD;
output			oVD;
output			oDEN;
input	[1:0]	iDISPLAY_MODE;	
reg		[10:0]  x_cnt;  
reg		[9:0]	y_cnt; 
wire	[7:0]	mred;
wire	[7:0]	mgreen;
wire	[7:0]	mblue; 
wire			display_area;
reg				mhd;
reg				mvd;
reg				mden;
reg				oHD;
reg				oVD;
reg				oDEN;
reg		[7:0]	oLCD_R;
reg		[7:0]	oLCD_G;	
reg		[7:0]	oLCD_B;	
wire	[1:0]	msel;	
reg		[7:0]	red_1;
reg 	[7:0]	green_1;
reg 	[7:0]	blue_1;
reg 	[7:0]	graycnt;
reg		[7:0]	pattern_data;
assign	display_area = ((x_cnt>(Hsync_Blank-1)&&  
						(x_cnt<(H_LINE-Hsync_Front_Porch))&&  
						(y_cnt>(Vertical_Back_Porch-1))&& 
						(y_cnt<(V_LINE - Vertical_Front_Porch))
						))  ? 1'b1 : 1'b0;
always@(posedge iCLK or negedge iRST_n)
	begin
		if (!iRST_n)
		begin
			x_cnt <= 11'd0;	
			mhd  <= 1'd0;  	
		end	
		else if (x_cnt == (H_LINE-1))
		begin
			x_cnt <= 11'd0;
			mhd  <= 1'd0;
		end	   
		else
		begin
			x_cnt <= x_cnt + 11'd1;
			mhd  <= 1'd1;
		end	
	end
always@(posedge iCLK or negedge iRST_n)
	begin
		if (!iRST_n)
			y_cnt <= 10'd0;
		else if (x_cnt == (H_LINE-1))
		begin
			if (y_cnt == (V_LINE-1))
				y_cnt <= 10'd0;
			else
				y_cnt <= y_cnt + 10'd1;	
		end
	end
always@(posedge iCLK  or negedge iRST_n)
	begin
		if (!iRST_n)
			mvd  <= 1'b1;
		else if (y_cnt == 10'd0)
			mvd  <= 1'b0;
		else
			mvd  <= 1'b1;
	end			
always@(posedge iCLK  or negedge iRST_n)
	begin
		if (!iRST_n)
			mden  <= 1'b0;
		else if (display_area)
			mden  <= 1'b1;
		else
			mden  <= 1'b0;
	end			
assign	msel		=	(y_cnt<200)					?	2'b01	:
						(y_cnt>=200	&& y_cnt<360)	?	2'b10	:
													    2'b00	;
always@(posedge iCLK  or negedge iRST_n)
	begin
		if (!iRST_n)
			pattern_data	<=	8'h00;
		else if((x_cnt>(Hsync_Blank-1))&&(x_cnt<(H_LINE-Hsync_Front_Porch)))
			begin
				if(msel==1)
					begin
						pattern_data <= pattern_data + 1;		
						red_1 <= pattern_data;
						green_1 <= 0;
						blue_1 <= 0;
					end	
				else if (msel==2)
					begin
						pattern_data <= pattern_data + 1;
						red_1 <= 0;
						green_1 <= pattern_data;
						blue_1 <= 0;
					end	
				else if (msel==0)
					begin
						pattern_data <= pattern_data + 1;
						red_1 <= 0;
						green_1 <= 0;
						blue_1 <= pattern_data;
					end	
			end	
				else
					pattern_data<=	8'h00;	
	end	
always@(posedge iCLK  or negedge iRST_n)
	begin
		if (!iRST_n)
			graycnt <= 0;
		else if((x_cnt>(Hsync_Blank-1))&&(x_cnt<(H_LINE-Hsync_Front_Porch))) 
			graycnt <= graycnt + 1;	
		else
			graycnt <= 0;		
end	
assign mred    = (iDISPLAY_MODE == 2'b11)?  8'hff:  
				 (iDISPLAY_MODE == 2'b10)?  8'h7f: 
			     (iDISPLAY_MODE == 2'b01)?  red_1:
										    graycnt; 
assign mgreen  = (iDISPLAY_MODE == 2'b11)?  8'hff:
			     (iDISPLAY_MODE == 2'b10)?  8'h7f:
				 (iDISPLAY_MODE == 2'b01)?  green_1:
				  				            graycnt;
assign mblue   = (iDISPLAY_MODE == 2'b11)?  8'hff:
			     (iDISPLAY_MODE == 2'b10)?  8'h7f:
				 (iDISPLAY_MODE == 2'b01)?  blue_1:
				  				            graycnt;
always@(posedge iCLK or negedge iRST_n)
	begin
		if (!iRST_n)
			begin
				oHD	<= 1'd0;
				oVD	<= 1'd0;
				oDEN <= 1'd0;
				oLCD_R <= 8'd0;
				oLCD_G <= 8'd0;
				oLCD_B <= 8'd0;
			end
		else
			begin
				oHD	<= mhd;
				oVD	<= mvd;
				oDEN <= display_area;
				oLCD_R <= mred;
				oLCD_G <= mgreen;
				oLCD_B <= mblue;
			end		
	end
endmodule
[run.sh]
#!/bin/bash
# OpenROAD 26Q1-2900-gdf79404cd8, Yosys 0.63+post, stock flow scripts
make -C /OpenROAD-flow-scripts/flow DESIGN_CONFIG=/design/flow/config.mk WORK_HOME=/design/flow/orfs finish
[config.mk]
export PLATFORM = sky130hd
export DESIGN_NAME = lcd_timing_controller
export DESIGN_NICKNAME = lcd_timing_controller
export VERILOG_FILES = /design/flow/design.v
export SDC_FILE = /design/flow/constraint.sdc
export NUM_CORES = 4
export LEC_CHECK = 1
export CORE_UTILIZATION = 30
[constraint.sdc]
current_design lcd_timing_controller

set clk_period 3.8
set clk_io_pct 0.2

create_clock -name clk0 -period $clk_period [get_ports {iCLK}]

set non_clock_inputs [all_inputs -no_clocks]
set_input_delay [expr $clk_period * $clk_io_pct] -clock clk0 $non_clock_inputs
set_output_delay [expr $clk_period * $clk_io_pct] -clock clk0 [all_outputs]
==> results.cfg <==
; implementation run metrics
[outcome]
status = completed

[final_timing]
relSlewSlack_pct = 54.52
fmax_mhz = 337.5
tightestPinTransition_ns = 0.6797
hold_viol = 0
fin_crit_ns = 2.963
tns_ns = 0
rsz0062_at_grt = no
slew_viol_final = 0
fin_crit_sh_pct = 77.98
finClkSkew_ns = 0.009480
setup_viol = 0

[power_and_ir_drop]
powerDensity_nw_per_um2 = 425.9
peakVddDrop_mv = 0.2122
p_leak_nw = 1.884

[synth]
area_leaders = dfrtp_1 (44%), edfxtp_1 (19%), nand2_1 (5.6%)
ff_type = dfrtp_1
synth-seq-cells = 90
ys_types = 42
synth_area_leader_cell = dfrtp_1
ys_area_um2 = 3739
syn_inst = 331
ys_seq_share_pct = 63.49
common_cells = dfrtp_1 (65), nand2_1 (56), nor2_1 (33)
yosysWarnings = 1
synth_top_area_share_pct = 43.51
yosysMostFrequentCell = dfrtp_1
synth_area_um2 = 3739
ys_cells = 331
syn_area_per_cell_um2 = 11.29
edf_count = 24
async_flop_share_pct = 73.33

[grt]
grt_pass1_vias = 2274
grt_usage_pct = 10.24
grt_overflow = 0
antenna_found_initial = 0
grt_pass1_wl_um = 10370
grt_start_max_net_pins = 46

[clocking]
cts_sinks = 90
clockBufferDepth = 2
clockRootBuffer = clkbuf_16
ctsHoldBuffers = 0
ctsResizeCount = 0
numCtsBuffers = 9
clk_pin_slew_ns = 0.06
cts_tree = built
postCtsSetupBuffers = 0
clock.latency.late_pin_ns = 0.33
cts_max_level = 3

[final_layout]
synthToLayoutAreaGrowth_pct = 20.45
postLayoutCoreUtil_pct = 37.33
drive_above_1_share_pct = 7.337

[routing]
drt_first_pass_iters = 4
drt_wl_total_um = 5941
drt_iter0_drc = 175
antenna_left = 0
drc = 0
routed-via-count = 2362
vias_per_cell = 4.407
wire_per_inst_um = 11.08
antenna_cells = 0

[worst_setup_path]
max_stage_delay_ns = 0.80
endpoint_kind = flip-flop
critPathMaxFanout = 18
crit_chain = nand2_1, o31a_1, or4_1, nor2_1, buf_4
critPathBufInv = 1
worstSetupStartpointType = flip-flop
slowest_stage = or4_1
critPathKind = flip-flop to flip-flop
crit_family = simple AND/OR/NAND/NOR gates
required_ns = 3.82
cp.arrival_ns = 2.99

[die]
pin_count = 31
initCoreUtil_pct = 31.00
chip_area_um2 = 12910
rows = 40
core_um2 = 12060
die_w_um = 113.6
die_h_um = 113.6

[place]
gp_congestion = 0.8313
place_hpwl_um = 4067
portBuffers = 30

[flow_run]
warning_count = 27
drv_cap = 0

[min_path]
timing.hold.worst.class = flip-flop to flip-flop
[kinds of logic after synthesis]
| group | after synthesis | share of synthesized area [%] |
|---|---|---|
| buf+inv | 20 | 2.577 |
| xor+xnor | 23 | 5.388 |
| mux | 2 | 0.6024 |
| simple gates | 160 | 20.85 |
| flops | 90 | 63.49 |
| fa+ha+maj | 6 | 2.008 |
| compound gates | 30 | 5.087 |
[final timing paths]
kind / startpoint / end / slack (ns) / depth (start not counted)
setup / recovery: x_cnt[6]$_DFF_PN0_ / green_1[4]$_SDFFCE_PP0P_ / 0.84 / 5
hold / removal: mhd$_DFF_PN0_ / oHD$_DFF_PN0_ / 0.35 / 0
setup reg to reg: x_cnt[6]$_DFF_PN0_ / green_1[4]$_SDFFCE_PP0P_ / 0.84 / 5
hold reg to reg: mhd$_DFF_PN0_ / oHD$_DFF_PN0_ / 0.35 / 0
max in group asynchronous: iRST_n / pattern_data[2]$_DFFE_PN0P_ / 2.46 / 2
min in group asynchronous: iRST_n / oLCD_R[6]$_DFF_PN0_ / 0.39 / 1
[power breakdown]
| group | internal (mW) | switching [mW] | leakage, nW | total (mW) |
|---|---|---|---|---|
| registers | 1.00 | 0.00291 | 1.05 | 1.01 |
| clock network | 0.509 | 0.346 | 0.137 | 0.856 |
| logic | 0.0286 | 0.0287 | 0.694 | 0.0573 |
[metrics by stage]
step	cell area [um^2]	std cells	power, mW	worst slack [ns]	hold WS, ns
after global placement	4210	520	1.083	0.8494	0.3322
after detailed placement	4210	520	1.083	0.8164	0.3396
final	4503	536	1.918	0.8366	0.3510
after floorplan	3739	331	1.036	0.8113	0.3312
after global routing	4503	536	1.994	0.5560	0.3629
after CTS	4503	536	1.945	0.7836	0.3550
[cell usage in the layout (no fill, tap or decap), drive strengths merged, types with 10 or more instances in the layout]
cell,count
clkdlybuf4s50,29
xor2,12
dfrtp,65
edfxtp,24
and2,24
nand3,12
nand2,56
a21oi,11
clkbuf,10
xnor2,11
nor2,33
[sequential cells by signal (all words and copies together) (netlist names)]
signal        count
red_1             8
mhd               1
mvd               1
oHD               1
pattern_data      8
oVD               1
green_1           8
blue_1            8
x_cnt            11
oLCD_G            8
y_cnt            10
oLCD_R            8
oLCD_B            8
graycnt           8
oDEN              1
[worst register-to-register path, delay by kind of cell, from the launching register on]
family / cells / cell delay, ns
AND-OR/OR-AND: 1 / 0.31
buffers and inverters: 1 / 0.34
AND/OR/NAND/NOR: 3 / 1.57
flip-flops: 1 / 0.44
[layer usage]
layer	track usage (%)	part of all wire, %	wire length [um]
met1	13.95	46	2735
met2	16.99	48	2838
met3	3.032	4.8	284
met4	1.579	1.4	82
met5	0	0	0
[cell type report]
type	count	area, um^2
clock buffers	10	229.0
clock inverters	6	63.81
fillers	1144	7559
inverters	7	26.28
multi-input cells	221	1275
flip-flops and latches	90	2374
well taps	168	210.2
repair buffers	34	325.3
Power is estimated from default activity; no workload was simulated.
