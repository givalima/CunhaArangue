$ cat flow/config.mk
export PLATFORM = sky130hd
export DESIGN_NAME = lcd_spi_cotroller
export DESIGN_NICKNAME = lcd_spi_cotroller
export VERILOG_FILES = /design/flow/design.v
export SDC_FILE = /design/flow/constraint.sdc
export NUM_CORES = 4
export LEC_CHECK = 1
export CORE_UTILIZATION = 50
$ cat flow/constraint.sdc
current_design lcd_spi_cotroller

set clk_period 3.1
set clk_io_pct 0.2

create_clock -name clk0 -period $clk_period [get_ports {iCLK}]

set non_clock_inputs [all_inputs -no_clocks]
set_input_delay [expr $clk_period * $clk_io_pct] -clock clk0 $non_clock_inputs
set_output_delay [expr $clk_period * $clk_io_pct] -clock clk0 [all_outputs]
$ cat flow/design.v
module lcd_spi_cotroller ( 
						iCLK,
						iRST_n,
						o3WIRE_SCLK,
						io3WIRE_SDAT,
						o3WIRE_SCEN,
						o3WIRE_BUSY_n
						);
parameter	LUT_SIZE	=	20;  
output 		o3WIRE_BUSY_n;
input		iCLK;
input		iRST_n;
output		o3WIRE_SCLK;
inout		io3WIRE_SDAT;
output		o3WIRE_SCEN;
reg			m3wire_str;
wire		m3wire_rdy;
wire		m3wire_ack;
wire		m3wire_clk;
reg	[15:0]	m3wire_data;
reg	[15:0]	lut_data;
reg	[5:0]	lut_index;
reg	[3:0]	msetup_st;
reg  		o3WIRE_BUSY_n;
wire		v_reverse;  
wire		h_reverse;  
wire [9:0]	g0;    
wire [9:0]	g1; 
wire [9:0]	g2;
wire [9:0]	g3;
wire [9:0]	g4;
wire [9:0]	g5;
wire [9:0]	g6;
wire [9:0]	g7;
wire [9:0]	g8;
wire [9:0]	g9;
wire [9:0]	g10;
wire [9:0]	g11;
assign	h_reverse = 1'b1;
assign	v_reverse = 1'b0;
three_wire_controller	u0	(	 
						.iCLK(iCLK),
						.iRST(iRST_n),
						.iDATA(m3wire_data),
						.iSTR(m3wire_str),
						.oACK(m3wire_ack),
						.oRDY(m3wire_rdy),
						.oCLK(m3wire_clk),
						.oSCEN(o3WIRE_SCEN),
						.SDA(io3WIRE_SDAT),
						.oSCLK(o3WIRE_SCLK)
					);
always@(posedge m3wire_clk or negedge iRST_n)
begin
	if(!iRST_n)
	begin
		lut_index	<=	0;
		msetup_st	<=	0;
		m3wire_str	<=	0;
	    o3WIRE_BUSY_n  <=  0;
	end
	else
	begin
		if(lut_index<LUT_SIZE)
		begin
		o3WIRE_BUSY_n  <=  0;
			case(msetup_st)
			0:	begin
					msetup_st	<=	1;
				end
			1:	begin
					msetup_st	<=	2;
				end
			2:	begin
					m3wire_data	<=	lut_data;
					m3wire_str	<=	1;
					msetup_st	<=	3;
				end
			3:	begin
					if(m3wire_rdy)
					begin
						if(m3wire_ack)
						msetup_st	<=	4;
						else
						msetup_st	<=	0;							
						m3wire_str	<=	0;
					end
				end
			4:	begin
					lut_index	<=	lut_index+1;
					msetup_st	<=	0;
				end
			endcase
		end
		else 		o3WIRE_BUSY_n  <=  1;
	end
end
assign	g0 =106;
assign	g1 =200; 
assign	g2 =289; 
assign	g3 =375; 
assign	g4 =460; 
assign	g5 =543; 
assign	g6 =625; 
assign	g7 =705; 
assign	g8 =785; 
assign	g9 =864; 
assign	g10 = 942; 
assign	g11 = 1020;
always
begin
	case(lut_index)
	0		:	lut_data	<=	{6'h11,2'b01,g0[9:8],g1[9:8],g2[9:8],g3[9:8]};
	1		:	lut_data	<=	{6'h12,2'b01,g4[9:8],g5[9:8],g6[9:8],g7[9:8]};
	2		:	lut_data	<=	{6'h13,2'b01,g8[9:8],g9[9:8],g10[9:8],g11[9:8]};
	3		:	lut_data	<=	{6'h14,2'b01,g0[7:0]};
	4		:	lut_data	<=	{6'h15,2'b01,g1[7:0]};
	5		:	lut_data	<=	{6'h16,2'b01,g2[7:0]};
	6		:	lut_data	<=	{6'h17,2'b01,g3[7:0]};
	7		:	lut_data	<=	{6'h18,2'b01,g4[7:0]};
	8		:	lut_data	<=	{6'h19,2'b01,g5[7:0]};
	9		:	lut_data	<=	{6'h1a,2'b01,g6[7:0]};
	10		:	lut_data	<=	{6'h1b,2'b01,g7[7:0]};
	11		:	lut_data	<=	{6'h1c,2'b01,g8[7:0]};
	12		:	lut_data	<=	{6'h1d,2'b01,g9[7:0]};
	13		:	lut_data	<=	{6'h1e,2'b01,g10[7:0]};
	14		:	lut_data	<=	{6'h1f,2'b01,g11[7:0]};
	15		:	lut_data	<=	{6'h20,2'b01,4'hf,4'h0};
	16		:	lut_data	<=	{6'h21,2'b01,4'hf,4'h0};
    17		:	lut_data	<=	{6'h03, 2'b01, 8'hdf};
	18		:	lut_data	<=	{6'h02, 2'b01, 8'h07};
	19		:	lut_data	<=	{6'h04, 2'b01, 6'b000101,!v_reverse,!h_reverse};
	default	:	lut_data	<=	16'h0000;
	endcase
end
endmodule
module three_wire_controller(	 
						iCLK,
						iRST,
						iDATA,
						iSTR,
						oACK,
						oRDY,
						oCLK,
						oSCEN,
						SDA,
						oSCLK	);
input			iCLK;
input			iRST;
input			iSTR;
input	[15:0]	iDATA;
output			oACK;
output			oRDY;
output			oCLK;
output			oSCEN;
inout			SDA;
output			oSCLK;
reg				mSPI_CLK;
reg		[15:0]	mSPI_CLK_DIV;
reg				mSEN;
reg				mSDATA;
reg				mSCLK;
reg				mACK;
reg		[4:0]	mST;
parameter	CLK_Freq	=	50000000;	 
parameter	SPI_Freq	=	20000;		 
always@(posedge iCLK or negedge iRST)
begin
	if(!iRST)
	begin
		mSPI_CLK	<=	0;
		mSPI_CLK_DIV	<=	0;
	end
	else
	begin
		if( mSPI_CLK_DIV	< (CLK_Freq/SPI_Freq) )
		mSPI_CLK_DIV	<=	mSPI_CLK_DIV+1;
		else
		begin
			mSPI_CLK_DIV	<=	0;
			mSPI_CLK		<=	~mSPI_CLK;
		end
	end
end
always@(negedge mSPI_CLK or negedge iRST)
begin
	if(!iRST)
	begin
		mSEN	<=	1'b1;
		mSCLK	<=	1'b0;
		mSDATA	<=	1'bz;
		mACK	<=	1'b0;
		mST		<=	4'h00;
	end
	else
	begin
		if(iSTR)
		begin
			if(mST<17)
			mST	<=	mST+1'b1;
			if(mST==0)
			begin
				mSEN	<=	1'b0;
				mSCLK	<=	1'b1;
			end
			else if(mST==8)
			mACK	<=	SDA;
			else if(mST==16 && mSCLK)
			begin
				mSEN	<=	1'b1;
				mSCLK	<=	1'b0;	
			end
			if(mST<16)
			mSDATA	<=	iDATA[15-mST];
		end
		else
		begin
			mSEN	<=	1'b1;
			mSCLK	<=	1'b0;
			mSDATA	<=	1'bz;
			mACK	<=	1'b0;
			mST		<=	4'h00;
		end
	end
end
assign	oACK		=	mACK;
assign	oRDY		=	(mST==17)	?	1'b1	:	1'b0;
assign	oSCEN		=	mSEN;
assign	oSCLK		=	mSCLK	&	mSPI_CLK;
assign	SDA	=	(mST==8)	?	1'bz	:
						(mST==17)	?	1'bz	:
										mSDATA	;
assign	oCLK		=	mSPI_CLK;
endmodule
$ cat flow/run.sh
#!/bin/bash
# OpenROAD 26Q1-2900-gdf79404cd8, Yosys 0.63+post, stock flow scripts
make -C /OpenROAD-flow-scripts/flow DESIGN_CONFIG=/design/flow/config.mk WORK_HOME=/design/flow/orfs finish
==> qor.yml <==
error: "[error] [KeplerFormal.cpp:679] Workflow failed: Iso has multiple drivers: .io3WIRE_SDAT0, io3WIRE_SDAT$_DFFE_NN0P_.Q0"
edf_count: 15
numCtsBuffers: 3
htreeDepth: 1
status: "did not finish"
postCtsHoldBufs: 0
cts_buffer_depth: 2
yosysSeqAreaShare: 0.4835
pre_cts_ws_ps: 1567
placed_area_um2: 3004
dp_hpwl_mm: 3.529
fp.dieH_um: 78.88
lastStage: "clock tree synthesis"
yosys-stat-area_um2: 2955
place_congestion: 0.8648
syn-cell-area_um2: 2955
ys_ff: 54
unclocked_regs: 37
syn_area_per_cell_um2: 10.37
port_buffers: 4
cts_setup_buffers: 0
async_reset_ff_frac: 0.7222
synth-cells-yosys: 285
initial_core_util: 0.5270
cts_resized: 0
num_rows: 27
cts_root_buf: "clkbuf_8"
die_w_um: 78.88
synthFlopType: "dfrtp_1"
synth_cell_types: 67
yosys_warnings: 6
untimed_endpoints: 55
pin_count: 6
synth_cells: 285
## kinds of logic after synthesis
family                   share of synthesized area
AND-OR/OR-AND                               0.1139
XOR/XNOR                                   0.04445
adder cells (fa/ha/maj)                    0.03387
buffers and inverters                      0.05504
flip-flops                                  0.4835
multiplexers                               0.03514
other                                     0.001269
AND/OR/NAND/NOR                             0.2329
## per-stage QoR
step / std cells / total power (µW)
floorplan: 288 / 542.2
global placement: 349 / 592.4
detailed placement: 349 / 594.8
## synthesized netlist by cell type, drive strengths merged (2+ instances only)
library cell	count	area (µm²)
dfrtp	29	725.7
xor2	5	43.79
o211ai	3	27.52
ha	8	100.1
edfxtp	15	450.4
o21ba	2	20.02
or3b	2	17.52
o21ai	11	55.05
nor4	3	31.28
a21o	2	15.01
nand2b	5	31.28
o2bb2ai	2	17.52
or4	2	15.01
nand4	2	12.51
clkbuf	5	18.77
mux2	6	71.31
a22oi	2	15.01
nor2	29	173.9
and3	5	36.28
dfrtn	8	200.2
o31ai	3	22.52
nor2b	6	45.04
or2	2	12.52
and2	3	18.77
nand3	13	65.06
inv	14	52.55
dfstp	2	52.55
nor3	8	45.04
buf	13	91.33
a21oi	12	63.81
nand2	29	108.9
xnor2	10	87.58
a31oi	5	31.28
Power figures rest on the tool's default switching activity, not on a simulated workload.
